--- design.v ---
`timescale 1ns / 1ps
module Control(
    input [4:0] OPcode,
	 input CLK,
	 input Reset,
	 input z,
    output reg[1:0] PCSource,
    output reg IorD,
    output reg IRenable,
    output reg SetID,
    output reg CRWrite,
    output reg RegWrite,
    output reg [1:0] ALUOp,
    output reg [1:0] Asel,
    output reg [1:0] Bsel,
    output reg MemWrite,
	 output reg MemRead,
	 output reg PCwrite,
	 output reg [1:0]DatSel
    );
reg [4:0] currentState;
reg [4:0] nextState;
parameter Fetch = 0;
parameter Decode = 1;
parameter Mov = 2;
parameter CRop = 3;
parameter Set = 4;
parameter SetC = 5;
parameter WriteCr = 6;
parameter WriteRegFile = 7;
parameter Mem = 8;
parameter Lw = 9;
parameter Sw = 10;
parameter LwWriteBack = 11;
parameter Branch = 12;
parameter Jump = 13;
parameter BEQ = 14;
parameter BNE = 15;
parameter BranchTaken = 16;
parameter SetPC = 17;
parameter ResetState = 18;
parameter Input = 19;
parameter Slt = 20;
parameter SltWrite = 21;
	always @(posedge CLK)
	begin
		if(Reset == 1) begin
			currentState = ResetState;
		end
		else begin
		currentState = nextState;
		end
	end
	always @(currentState)
	begin
		CRWrite = 0;
		MemWrite = 0;
		MemRead = 0;
		RegWrite = 0;
		IRenable = 0;
		SetID = 0;
		PCwrite = 0;
		case(currentState)
		Fetch:
			begin
				IorD = 0;
				IRenable = 1;
				MemRead = 1;
			end
		Decode:
			begin
				Asel = 0;
				Bsel = 2;
				ALUOp = 0;
			end
		Mov:
			begin
				SetID=1;
				PCSource = 2;
				PCwrite = 1;
			end
		Input:
			begin
				DatSel = 2;
				CRWrite = 1;
				PCSource = 2;
				PCwrite =1;
			end
		CRop:
			begin
				Asel = 2;  
				case(OPcode)  
				5'b01001:  
					begin
					Bsel = 0;
					ALUOp = 1;
					end
				5'b01010:  
					begin
						Bsel = 0;
						ALUOp = 0;
					end
				5'b01011:  
					begin
						Bsel = 2;
						ALUOp = 0;
					end
				5'b01111:  
					begin
						Bsel = 2;
						ALUOp = 2;
					end
				endcase
			end
		Set:
			begin
				Asel = 3;
				Bsel = 0;
				ALUOp = 0;
			end
		SetC:
			begin
				Asel = 3;
				Bsel = 1;
				ALUOp = 0;
			end
		WriteCr:
			begin
				DatSel = 1;
				CRWrite = 1;
				PCSource = 2;
				PCwrite = 1;
			end
		WriteRegFile:
			begin
				DatSel = 1;
				RegWrite = 1;
				PCSource = 2;
				PCwrite = 1;
			end
		Mem:
			begin
				Asel = 3;
				Bsel = 0;
				ALUOp = 0;
			end
		Lw:
			begin
				MemRead = 1;
				IorD = 1;
			end
		Sw:
			begin
				IorD = 1;
				MemWrite = 1;
				PCSource = 2;
				PCwrite = 1;
			end
		LwWriteBack:
			begin
				CRWrite = 1;
				DatSel = 0;
				PCSource = 2;
				PCwrite = 1;
			end
		Branch:
			begin
				Asel = 3;
				Bsel = 1;
				ALUOp = 0;
			end
		Jump:
			begin
				PCSource = 1;
				PCwrite = 1;
			end
		BNE:
			begin
				if(z != 1) begin
					Asel = 0;
					Bsel = 2;
					ALUOp = 0;
				end
				else begin
					PCSource = 2;
					PCwrite = 1;
				end
			end
		BEQ:
			begin
				if(z == 1) begin
					Asel = 0;
					Bsel = 2;
					ALUOp = 0;
				end
				else begin
					PCSource = 2;
					PCwrite = 1;
				end
			end
		BranchTaken:
			begin
				PCSource = 0;
				PCwrite = 1;
			end
		SetPC:
			begin
				Asel = 0;
				Bsel = 3;
				ALUOp = 0;
			end
		Slt:
			begin
				Asel = 2;
				Bsel = 0;
				ALUOp = 1;
			end
		SltWrite:
			begin
				DatSel = 3;
				CRWrite = 1;
				PCwrite = 1;
				PCSource = 2;
			end
		endcase
	end
	always @(currentState)
	begin
		case(currentState)
		Fetch:
			begin
			nextState = Decode;
			end
		Decode:
			begin
				if(OPcode[4:2] == 3'b100)
				begin
					nextState = Jump;
				end
				else if(OPcode[4:2] == 3'b101)
				begin
				end
				else if (OPcode[4:2] == 3'b110)
				begin
					nextState = Branch;
				end
				else if(OPcode[4:2] == 3'b111)
				begin
					nextState = Branch;
				end
				else
				begin
					case(OPcode)
					5'b00000:
						begin
							nextState = Mov;
						end
					5'b00001:
						begin
							nextState = Set;
						end
					5'b00010:
						begin
							nextState = SetC;
						end
					5'b00011:
						begin
							nextState = Mem;
						end
					5'b00100:
						begin
							nextState = Mem;
						end
					5'b00101:
						begin
							nextState = SetPC;
						end
					5'b00110:
						begin
							nextState = Input;
						end
					5'b01001:
						begin
							nextState = CRop;  
						end
					5'b01010:
						begin
							nextState = CRop;  
						end
					5'b01011:
						begin
							nextState = CRop;  
						end
					5'b01111:
						begin
							nextState = CRop;
						end
					5'b01110:
						begin
							nextState = Slt;
						end
					endcase
				end
			end
		Mov:
			begin
			nextState = Fetch;
			end
		Slt:
			begin
				nextState = SltWrite;
			end
		SltWrite:
			begin
				nextState = Fetch;
			end
		CRop:
			begin
				nextState = WriteCr;
			end
		Input:
			begin
				nextState = Fetch;
			end
		Set:
			begin
				nextState = WriteCr;
			end
		SetC:
			begin
				nextState = WriteRegFile;
			end
		WriteCr:
			begin
				nextState = Fetch;
			end
		WriteRegFile:
			begin
				nextState = Fetch;
			end
		Mem:
			begin
				if(OPcode == 5'b00011)
				begin
					nextState = Sw;
				end
				else begin
					nextState = Lw;
				end
			end
		Lw:
			begin
				nextState = LwWriteBack;
			end
		Sw:
			begin
				nextState = Fetch;
			end
		LwWriteBack:
			begin
				nextState = Fetch;
			end
		Branch:
			begin
				if(OPcode[4:2] == 3'b110)
				begin
					nextState = BEQ;
				end
				else begin
					nextState = BNE;
				end
			end
		Jump:
			begin
				nextState = Fetch;
			end
		SetPC:
			begin
				nextState = WriteCr;
			end
		BEQ:		
			begin
				if(z==1) begin
					nextState = BranchTaken;
				end
				else begin
					nextState = Fetch;
				end
			end
		BNE:
			begin
				if(z!=1) begin
					nextState = BranchTaken;
				end
				else begin
					nextState = Fetch;
				end
			end
		BranchTaken:
			begin
				nextState = Fetch;
			end
		ResetState:
			begin
				nextState = Fetch;
			end
		default:  
			begin
				nextState = Fetch;
			end
		endcase
	end
endmodule
--- run.sh ---
#!/bin/bash
# OpenROAD 26Q1-2900-gdf79404cd8, Yosys 0.63+post, stock flow scripts
make -C /OpenROAD-flow-scripts/flow DESIGN_CONFIG=/design/flow/config.mk WORK_HOME=/design/flow/orfs finish
--- config.mk ---
export PLATFORM = sky130hd
export DESIGN_NAME = Control
export DESIGN_NICKNAME = Control
export VERILOG_FILES = /design/flow/design.v
export SDC_FILE = /design/flow/constraint.sdc
export NUM_CORES = 4
export LEC_CHECK = 1
export CORE_AREA = 10 10 110 110
export DIE_AREA = 0 0 120 120
--- constraint.sdc ---
current_design Control

set clk_period 2.1
set clk_io_pct 0.2

create_clock -name clk0 -period $clk_period [get_ports {CLK}]

set non_clock_inputs [all_inputs -no_clocks]
set_input_delay [expr $clk_period * $clk_io_pct] -clock clk0 $non_clock_inputs
set_output_delay [expr $clk_period * $clk_io_pct] -clock clk0 [all_outputs]
==> results.yml <==
# flow metrics
synth:
  post_synth.cell_area_avg_um2: 7.22
  synth_flop_count: 21
  async_reset_ff_frac: 0
  mappedNetlistArea_um2: 1320
  yosys-stat-cells: 183
  synth_cell_types: 48
  yosysChipArea_um2: 1320
  synth_top_flop_cell: "dlxtn_1"
  synthesis.yosys.warnings: 1
  synth-edff-count: 0
  syn_inst: 183
placed_design:
  gp_congestion: 0.914
  sum_of_net_half_perimeters_after_detailed_placement_um: 3150
  placed_area_um2: 1790
  buffer_ports.inserted: 25
  detailedPlace.worstSlack_ns: -0.259
sta:
  layout_worst_path_cycle_share: 0.971
  final-max-slew-violation-count: 0
  finalSetupViolations: 0
  unconstrained_endpoints: 27
  rsz0062_at_grt: "true"
  final_critical_path_setup_slack_ns: 0.0606
  fmax_mhz: 490
  totalNegativeSetupSlack_ns: 0
  max_slew_margin: 0.693
  hold_viol_final: 0
  tightest_slew_ns: 0.459
  unclocked_pins: 16
  finalCriticalPeriod_ns: 2.04
floorplan:
  fp_util: 0.135
  die.size.y_um: 120
  dieWidth_um: 120
  std_cell_rows: 36
  chipArea_um2: 14400
  top_level_ports: 26
  core-area_um2: 9770
clocking:
  cts_inserted_buffers: 3
  cts_tree: "yes"
  clock_pin_slew_worst_setup_and_hold_paths_ns: 0.03
  clock-root-buffer: "clkbuf_8"
  number_of_buffers_on_the_longest_clock_path: 2
  htreeDepth: 1
global_route:
  grt_overflow_total: 0
  grt_pass1_vias: 1354
  grt_start_max_net_pins: 16
  antenna_found_initial: 0
  track_usage: 0.0520
  grt_pass1_wl_um: 6520
cells_and_area:
  nFillCells: 1092
  mostFrequentLayoutCells: "24 x buf_4, 21 x clkdlybuf4s50_1, 17 x nor2_1, 16 x dlxtn_1, 15 x nand2_1"
  layout-area-overhead-vs-synth_pct: 47.2
  fraction_of_layout_cells_with_a_size_suffix_above_1: 0.228
  final_cell_area_um2: 1940
  layout_top_cell: "buf_4"
critical_path:
  critPathCaptureType: "output port"
  crit_required_ns: 1.68
  critPathSlowestCell: "clkdlybuf4s50_1"
  criticalPathCategory: "reg2out"
  crit_path_max_incr_delay_ns: 0.49
  timing.critical_path.arrival_ns: 1.62
  timing.critical_path.cells: "buf_4 > nand2_1 > nor3_2 > clkdlybuf4s50_1"
  setup.worst_path.start_class: "register"
  cp_max_fo: 9
  startpoint: "currentState[0]"
detailed_routing:
  routed_wire_length_per_instance_um: 11.5
  firstDrtPassIters: 4
  inserted_diodes: 0
  dr_total_vias: 1457
  ant_nets: 0
  detail_route.drc_violations: 0
  drt_first_iter_violations: 75
  route.detailed.vias_per_inst: 4.08
  postRouteWirelength_um: 4110
flow_run:
  maxCapViolCount: 0
  openroad.warnings: 27
pwr:
  cell_internal_pwr_w: 0.000296
  power.sequential.fraction: 0.254
  power_density_nw_per_um2: 215
  pwr-share-comb: 0.328
  cellLeakagePower_nw: 0.780
  power.net_switching_w: 0.000122
  pwr-share-clk: 0.419
  peakVddDrop_v: 0.000138
  swShare: 0.292
run_status:
  status: "completed"
hold_path:
  hp-class: "in2reg"
  beginning_of_the_worst_hold_path: "Reset"
==> kinds of logic (layout without fill, tap and decap cells) <==
group	Yosys count	in the layout	synth area share
and+or+nand+nor	76	76	0.309
adders and majority gates	1	1	0.00852
muxes	2	2	0.0161
latches	16	16	0.182
buffers and inverters	23	64	0.100
AOI/OAI and AO/OA	56	56	0.282
xor gates and xnor gates	4	4	0.0265
DFF	5	5	0.0758
==> area by class of cell <==
cell class,instances,area (um2),share of cell area
tap,133,166,0.0856
inverter,7,26.3,0.0135
multi-input combinational,139,872,0.449
timing repair buffer,53,478,0.246
clock buffer,4,45.0,0.0232
sequential,21,357,0.183
==> Yosys cell counts (2+ instances only) <==
cell type | count | area (um2)
xnor2_1 | 2 | 17.5
inv_1 | 7 | 26.3
nor2b_1 | 7 | 43.8
a31oi_1 | 5 | 31.3
xor2_1 | 2 | 17.5
buf_4 | 3 | 22.5
nand4_1 | 4 | 25.0
and3b_1 | 3 | 26.3
buf_2 | 10 | 50.1
o31ai_1 | 2 | 15.0
a32o_1 | 2 | 20.0
nor2_1 | 18 | 67.6
buf_6 | 3 | 33.8
a21oi_1 | 15 | 75.1
dfxtp_1 | 5 | 100
dlxtn_1 | 16 | 240
and3_1 | 4 | 25.0
nand2_1 | 16 | 60.1
nor3_1 | 7 | 35.0
o211ai_1 | 3 | 22.5
nand3_1 | 2 | 10.0
o21ai_0 | 16 | 80.1
nand2b_1 | 3 | 18.8
o21a_1 | 2 | 15.0
or2_2 | 2 | 12.5
nor3b_1 | 2 | 15.0
==> sequential cells by signal (all words and copies together), names as in the netlist <==
name and count:
DatSel 2, IorD 1, nextState 5, ALUOp 2, currentState 5, Bsel 2, PCSource 2, Asel 2
==> repair_timing <==
action / in CTS / in global routing
cloned: 0 / 0
pin swaps: 4 / 3
hold buffers: 0 / 0
resized: 13 / 15
endpoints found under the setup margin: 7 / 6
setup buffers: 2 / 5
==> worst max-delay path: cells and delay by family (launching register included) <==
kind	cells	cell delay (ns)
buffers and inverters	2	0.68
and+or+nand+nor	2	0.33
DFF	1	0.39
==> worst paths after layout <==
| path | endpoint | slack, ns | depth (start not counted) |
|---|---|---|---|
| worst min-delay path | currentState[2] | 0.83 | 2 |
| worst max-delay path | RegWrite | 0.06 | 4 |
==> per-stage QoR <==
| step | total power [W] | utilization | hold WS (ns) | cells |
|---|---|---|---|---|
| final | 0.000418 | 0.199 | 0.830 | 357 |
| after global routing | 0.000448 | 0.199 | 0.835 | 357 |
| after CTS | 0.000423 | 0.192 | 0.828 | 352 |
| after detailed placement | 0.000242 | 0.183 | 1.05 | 346 |
| after global placement | 0.000241 | 0.183 | 1.05 | 346 |
| after floorplan | 0.000189 | - | 0.492 | 183 |
==> power groups by stage <==
stage	clock network (W)	logic, W	registers (W)
final	0.000175	0.000137	0.000106
after global routing	0.000190	0.000152	0.000107
after CTS	0.000182	0.000134	0.000107
==> per-layer routing <==
layer | part of all wire | global-route usage | up-vias
li1 | - | - | 740
met1 | 0.46 | 0.0722 | 671
met2 | 0.46 | 0.0805 | 40
met3 | 0.062 | 0.0114 | 6
met4 | 0.023 | 0.0128 | 0
met5 | 0 | 0 | -
No activity file was given, so power comes from the tool's default toggle rates.
